$ cat /design/flow/design.v
module alu_behav (busOut, zero, overflow, carry, neg, busA, busB, control);
	output reg [31:0] busOut;
	output reg zero, overflow, carry, neg;
	input [31:0] busA, busB;
	input [2:0] control;
	wire [31:0] adderBusB;
	reg [31:0] sltBus;  
	parameter [2:0] NOP = 3'b000, ADD = 3'b001, SUB = 3'b010, AND = 3'b011,
				    OR = 3'b100, XOR = 3'b101, SLT = 3'b110, SLL = 3'b111;
	assign adderBusB = control[1] ? ~busB : busB; 
	always @(*) begin
		case (control)
			NOP: begin
				busOut <= 32'b0;
				carry <= 1'b0;
				overflow <= 1'b0;
			end
			ADD: begin
				{carry, busOut} <= busA + adderBusB + control[1];
				overflow <= (busA[31] & adderBusB[31] & ~busOut[31]) | (~busA[31] & ~adderBusB[31] & busOut[31]);
			end
			SUB: begin
				{carry, busOut} <= busA + adderBusB + control[1];
				overflow <= (busA[31] & adderBusB[31] & ~busOut[31]) | (~busA[31] & ~adderBusB[31] & busOut[31]);
			end
			AND: begin 
				busOut <= busA & busB;
				carry <= 1'b0;
				overflow <= 1'b0;
			end
			OR: begin 
				busOut <= busA | busB;
				carry <= 1'b0;
				overflow <= 1'b0;
			end
			XOR: begin 
				busOut <= busA ^ busB;
				carry <= 1'b0;
				overflow <= 1'b0;
			end
			SLT: begin 
				busOut <= (busA < busB) ? 32'b1 : 32'b0;
				{carry, sltBus} <= busA + adderBusB + control[1];
				overflow <= (busA[31] & adderBusB[31] & ~sltBus[31]) | (~busA[31] & ~adderBusB[31] & sltBus[31]);
			end
			SLL: begin
				{carry, busOut} <= {1'b0, busA} << busB[1:0];
				overflow <= busA[31] ^ busOut[31];
			end
		endcase
	end
	always @(*) begin 
		zero = ~| busOut; 
		neg = busOut[31];
	end 
endmodule
$ cat /design/flow/run.sh
#!/bin/bash
# OpenROAD 26Q1-2900-gdf79404cd8, Yosys 0.63+post, stock flow scripts
make -C /OpenROAD-flow-scripts/flow DESIGN_CONFIG=/design/flow/config.mk WORK_HOME=/design/flow/orfs finish
$ cat /design/flow/config.mk
export PLATFORM = sky130hd
export DESIGN_NAME = alu_behav
export DESIGN_NICKNAME = alu_behav
export VERILOG_FILES = /design/flow/design.v
export SDC_FILE = /design/flow/constraint.sdc
export NUM_CORES = 4
export LEC_CHECK = 1
export CORE_UTILIZATION = 30
$ cat /design/flow/constraint.sdc
current_design alu_behav

set clk_period 10.2
set clk_io_pct 0.2

create_clock -name clk0 -period $clk_period

set non_clock_inputs [all_inputs -no_clocks]
set_input_delay [expr $clk_period * $clk_io_pct] -clock clk0 $non_clock_inputs
set_output_delay [expr $clk_period * $clk_io_pct] -clock clk0 [all_outputs]
==> results_slide.txt <==
Flow Results at a Glance

Pwr
  • Pwr Total: 453 uW
  • Worst VDD drop: 0.0164 mV
  • Pwr Density: between 60 and 70 nW/um2
  • Leakage: roughly 0.0033 uW

Detailed routing
  • Vias: 6498
  • Routed WL per cell: ~18 um
  • ANT cells: 0
  • Drt total wl: 21600 um
  • Initial detailed-routing violation count: around 400
  • Final ANT Viol Nets: 0
  • Residual DRC: 0
  • Avg Vias per Cell: 5.54
  • Pre-antenna DRT Iters: 5

Cells and area
  • Area grow syn2layout: 20.5%
  • Share of cells above drive strength 1: 5.62%
  • Max reg flops: 1
  • Fillcell total: ~2100

Die
  • CORE AREA: 19700 um2
  • Row cnt: 51
  • DIE AREA: 20800 um2
  • Top Ports: 103
  • FP Util: between 30% and 40%
  • Die X: 144 um
  • Die Ht: around 140 um

Synth
  • Post-synth EDFFs: 0
  • Synth cell types: 76
  • # Cells Yosys: 840
  • Top cells by area, synth: ha_1 (28%), inv_1 (5.4%), xor2_1 (4.9%), a21oi_1 (4.8%), mux2i_1 (4.1%)
  • Post-Syn Area per Cell: 7.21 um2
  • Asr flop ratio synth: 0%
  • Synthesized instance count: 840
  • Yosys warns: 1
  • Largest area contributor in the netlist: ha_1
  • Post-Synthesis Cell Area: 6060 um2
  • Ys flop type: dlxtp_1
  • Most common cell in the netlist: ha_1
  • Top cell area share: 28.1%
  • Yosys stat area: 6060 um2
  • Synth Register Bits: 1
  • Leading cell types by count after synthesis: ha_1 (136), inv_1 (87), nand2_1 (66)

Worst setup path
  • Crit path arrival time: 6.46 ns
  • Startpoint types: input port
  • CP Capture Type: output pin
  • Cell family with most CP delay: simple AND/OR/NAND/NOR gates
  • Worst Path Buf+Inv: 2
  • Slowest cell on the critical path: buf_2
  • Crit-path cells: buf_2 > xor2_1 > ha_1 > a21oi_1 > o211ai_1 > and4b_1 > a311o_1 > or4b_1 > nor4_1 > nor4b_1 > nand4_1 > nor2_1 > clkdlybuf4s50_1
  • Crit path DRT: 8.16 ns
  • CP Max Fanout: 27
  • CP max stage delay: 0.58 ns
  • WS Path Type: in -> out

Global route
  • M2 GR Usage: around a third
  • First-pass GRT wire length: 33600 um
  • Gr busiest metal: met2
  • Met1 usage: 30.9%
  • Overflow after GRT: 0
  • Initial antenna violation count: 0
  • GRT Util Overall: 21.1%
  • Vias in the first global route: 6028
  • Met3 usage: 1.58%
  • Largest net degree at the start of global routing: approximately 47

STA
  • Setup TNS: 0 ns
  • Final Cycle Share: 83.3%
  • Max Slew Vio Count: 0
  • Endpoints failing setup: 0
  • Post-layout min period: 8.50 ns
  • Achievable frequency: 118 MHz
  • Slew Limit Headroom: a little under half
  • Register pins left without a clock: 1
  • Hold Fails Final Rpt: 0
  • Worst-Margin Slew: 0.787 ns
  • RSZ-0062 raised after global routing: false
  • Endpoints left unconstrained: 1

Place
  • Gpl congestion: ~0.95
  • Port bufs: 103
  • Estimated wirelength of the detail-placed design: between 15000 and 20000 um

Run status
  • Status: complete, no violations

Run
  • Max Cap Viol: 0
  • Tool warnings: 105

CTS
  • Resized Gates After CTS: 0
  • Cts hold-fix bufs: 0
  • Setup Buffers After CTS: 0

Worst hold path
  • HP Class: in -> out
report_power, final:
group,switching [uW],internal [uW]
registers,0.0702,0.585
logic,252,201
clock network,0,0
path summary, 6_finish.rpt:
| path | startpoint | to | slack (ns) | depth (start not counted) |
|---|---|---|---|---|
| setup / recovery | control[1] | zero | 1.70 | 13 |
| hold / removal | busB[1] | carry | 5.27 | 5 |
logic make-up (layout without fill, tap and decap cells):
group / count (synthesis) / in the layout / synth area share [%]
compound gates: 265 / 265 / 31.2
simple gates: 223 / 223 / 18.4
fa+ha+maj: 137 / 137 / 28.4
buf+inv: 137 / 204 / 8.96
xor+xnor: 42 / 42 / 6.19
mux: 35 / 35 / 6.55
latches: 1 / 1 / 0.248
cells in the final DEF (no fill, tap or decap), types with 4 or more instances in the layout:
cell type / synthesis / layout
inv_1: 87 / 87
nand2_1: 66 / 66
o21ai_0: 34 / 34
nor2_1: 43 / 42
a22oi_1: 22 / 22
o21a_1: 4 / 4
xor2_1: 34 / 34
o21bai_1: 6 / 6
nand2b_1: 7 / 7
a22o_1: 8 / 8
nor3b_1: 4 / 4
buf_4: 5 / 13
mux2i_1: 25 / 25
or3_1: 7 / 7
a21oi_1: 58 / 58
a21o_1: 13 / 13
nor3_1: 20 / 20
and3_1: 6 / 6
a221oi_1: 9 / 9
clkdlybuf4s50_1: 0 / 101
a31o_2: 10 / 10
o211ai_1: 11 / 11
nor4_1: 12 / 12
nand4_1: 17 / 17
o31ai_1: 10 / 10
ha_1: 136 / 136
a31oi_1: 5 / 5
o22a_1: 4 / 4
nand3_1: 15 / 15
mux2_2: 7 / 7
o22ai_1: 17 / 17
a211oi_1: 4 / 4
xnor2_1: 7 / 7
o221ai_1: 11 / 11
tightest hold or removal path: stages:
cell             delay (ns)
buf_2                  0.12
buf_4                  0.32
a31oi_1                0.24
o22ai_1                0.09
clkdlybuf4s50_1        0.41
per-layer routing:
layer	share of wire (%)	up-vias
li1	-	3243
met1	48	3057
met2	45	179
met3	5.2	19
met4	1.6	0
met5	0	-
stage by stage:
step	std cells	area [um2]	hold WS [ns]	util (%)	setup slack, ns
after detailed placement	1172	7300	5.26	37.2	1.68
after global routing	1172	7300	5.33	37.2	1.36
after global placement	1172	7300	5.26	37.2	1.78
after CTS	1172	7300	5.26	37.2	1.67
after floorplan	840	6060	4.23	-	2.64
final	1172	7300	5.27	37.2	1.70
layout make-up:
type / instances / area [um2] / area share (%)
multi-input cells: 702 / 5510 / 75.4
flip-flops and latches: 1 / 15.0 / 0.206
well taps: 265 / 332 / 4.54
inverters: 88 / 330 / 4.52
repair buffers: 116 / 1120 / 15.3
Power is estimated from default activity; no workload was simulated.
