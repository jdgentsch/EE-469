--- flow/run.sh ---
#!/bin/bash
# OpenROAD 26Q1-2900-gdf79404cd8, Yosys 0.63+post, stock flow scripts
make -C /OpenROAD-flow-scripts/flow DESIGN_CONFIG=/design/flow/config.mk WORK_HOME=/design/flow/orfs finish
--- flow/config.mk ---
export PLATFORM = sky130hd
export DESIGN_NAME = next
export DESIGN_NICKNAME = next
export VERILOG_FILES = /design/flow/design.v
export SDC_FILE = /design/flow/constraint.sdc
export NUM_CORES = 4
export LEC_CHECK = 1
export CORE_AREA = 10 10 71 71
export DIE_AREA = 0 0 81 81
--- flow/constraint.sdc ---
current_design next

set clk_period 1.1
set clk_io_pct 0.2

create_clock -name clk0 -period $clk_period [get_ports {clk}]

set non_clock_inputs [all_inputs -no_clocks]
set_input_delay [expr $clk_period * $clk_io_pct] -clock clk0 $non_clock_inputs
set_output_delay [expr $clk_period * $clk_io_pct] -clock clk0 [all_outputs]
--- flow/design.v ---
module next (doBranch, nextAdrx, wbBranchCtl, wbRfRdData0, wbImmediate, wbZFlag, clk, reset);
	output reg doBranch;
	output reg [8:0] nextAdrx;
	input [8:0] wbRfRdData0;
	input [1:0] wbBranchCtl;
	input [15:0] wbImmediate;
	input wbZFlag;
	input clk, reset;
	parameter [1:0] NO_BR = 2'b00, BRANCH = 2'b01, JUMP = 2'b10, JUMP_REG = 2'b11;
	always @(posedge clk) begin
		if (reset) begin
			doBranch <= 1'b0;
			nextAdrx <= 9'b0;
		end else if (wbBranchCtl == JUMP) begin  
			doBranch <= 1'b1;
			nextAdrx <= wbImmediate[8:0];
		end else if (wbBranchCtl == BRANCH && !wbZFlag) begin  
			doBranch <= 1'b1;
			nextAdrx <= wbImmediate[8:0];
		end else if (wbBranchCtl == JUMP_REG) begin
			doBranch <= 1'b1;
			nextAdrx <= wbRfRdData0;
		end else begin
			doBranch <= 1'b0;
			nextAdrx <= 9'b0;
		end
	end
endmodule
==> results.ini <==
[sta]
tightest_slew_ns=0.228
slew_viol_final=0
finalHoldViolCount=0
fin_crit_sh=0.961
rsz0062_at_grt=no
relSlewSlack=0.848
setup_viol=0
period_needed_ns=1.06
max_freq_mhz=946
worst_slack_ns=0.0431

[worst_setup_path]
cp-start-kind=input port
critPathArrivalTime_ns=1.19
crit_path_end_kind=register
worstSetupPathType=input port to register
cp.required_ns=1.24
worstPathMaxFanout=6

[clock_network]
cts_made_buffers=3
cts_htree_levels=1
post_cts_hold_buffer_count=0
path_clk_slew_ns=0.05
clock_sinks=10
root_buffer=clkbuf_8
cts.path.max_buffers=2
cts_tree=built

[placement]
numPortBuffers=32
gp_congestion=0.757
dp_hpwl_mm=1.35
dp.cells=126
dp_slack_ns=-0.469

[floorplanning]
dieWidth_um=81
core.rowCount=22
core-area_sq_um=3630
initCoreUtil=0.124
die_y_um=81
die_area_sq_um=6560
io_pins=40

[global_route]
antenna_found_initial=0
grt_pass1_vias=471
grt_max_degree=11
grt_pass1_wl_mm=2.44
grtUsageTotal=0.0494
gr-total-overflow=0

[final_layout]
finalCoreUtilization=0.251
fin_cells=131
regArea_sq_um=200
drive_gt1_frac=0.145
n_fill_cell=404
area.growth.synth_to_final_pct=102
comb_area_sq_um=225

[power_and_ir_drop]
p_sw_frac=0.204
switchingPower_mw=0.213
pwr-share-comb=0.194
intPower_mw=0.831
pwr-share-clk=0.433
power_density_nw_per_um2=1140
power_mw=1.04
peakVddDrop_mv=0.383
p_leak_nw=0.426
p_seq_frac=0.373

[synth]
synthFlopType=dfxtp_1
top_area_frac=0.443
ys_seq_share=0.443
ys_cells=46
async_flop_share=0
ys_types=10
yosysWarnings=1
ys.flops=10
syn_area_sq_um=452
synth.cells.most_frequent=dfxtp_1 (10), inv_1 (10), mux2i_1 (9), o32ai_1 (9)
top_cells_by_area=dfxtp_1 (44%), mux2i_1 (20%), o32ai_1 (17%)
yosysChipArea_sq_um=452
synth-edff-count=0
syn_inst=46
syn_area_per_cell_sq_um=9.82
yosys.area.top_type=dfxtp_1

[detailed_routing]
drt_wl_total_mm=1.71
ant_nets=0
drcViolationCount=0
wl_per_cell_um=13.1
n_antenna_cell=0
vias=469
dr.first_iter.drc_count=21
vias_per_cell=3.58
firstDrtPassIters=4

[run]
drv_cap=0
tool_warnings=32

[hold_path]
hold_path_class=input port to register

[outcome]
outcome=finished, final reports clean

registers in the layout, indices dropped and copies added, names as in the netlist:
name and flops:
nextAdrx 9, doBranch 1
placed cells by master, fill, tap and decap left out:
master,instances
clkdlybuf4s50_1,19
dlygate4sd2_1,13
inv_1,10
dfxtp_1,10
mux2i_1,9
o32ai_1,7
clkbuf_8,4
buf_4,4
or3b_4,2
o32ai_2,2
or2b_1,1
nand2b_1,1
a21oi_1,1
metal layers:
| layer | GRT usage | up-vias | routed length (um) |
|---|---|---|---|
| met2 | 0.0788 | 19 | 796 |
| met5 | 0 | - | 0 |
| li1 | - | 239 | - |
| met1 | 0.0596 | 211 | 758 |
| met4 | 0.00346 | 0 | 0 |
| met3 | 0.0278 | 0 | 158 |
kinds of logic after synthesis:
| family | share of synthesized area |
|---|---|
| AOI/OAI and AO/OA | 0.186 |
| buffers and inverters | 0.122 |
| DFF | 0.443 |
| muxes | 0.199 |
| and+or+nand+nor | 0.0499 |
worst paths after layout:
check | start | to | slack [ns] | cells past startpoint
min | wbBranchCtl[1] | doBranch | 0.43 | 3
max | reset | nextAdrx[0] | 0.04 | 4
area by class of cell:
type                    count  area share
flip-flops and latches     10       0.219
clock buffers               4      0.0604
multi-input cells          23       0.247
repair buffers             36       0.366
well taps                  48      0.0658
inverters                  10      0.0412
critical path: stages:
cell,delay (ns)
clkdlybuf4s50_1,0.42
or2b_1,0.25
buf_4,0.17
o32ai_1,0.13
power groups by stage:
stage | Sequential [mW] | Clock (mW) | Combinational [mW]
6_report | 0.390 | 0.452 | 0.202
5_1_grt | 0.392 | 0.483 | 0.217
4_1_cts | 0.390 | 0.462 | 0.201
through the flow:
step           area, sq um  setup TNS (ns)  hold WS (ns)
2_1_floorplan          452               0         0.349
3_5_place_dp           845           -4.25         0.823
4_1_cts                905               0         0.421
6_report               912               0         0.426
3_3_place_gp           845           -4.05         0.828
5_1_grt                912               0         0.422
timing repair:
item                                   in CTS  in global routing
gates resized                              16                  1
endpoints found under the hold margin       0                  0
setup buffers                               0                  0
setup endpoints to repair                  19                  1
pin swaps                                   1                  0
gates cloned                                1                  0
Power figures rest on the tool's default switching activity, not on a simulated workload.
